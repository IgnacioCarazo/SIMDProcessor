### design/flow/design.v
module register #
(
    parameter N = 32  
)
(
    input clk,
    input reset,
    input [N-1:0] dataIn,
    output [N-1:0] dataOut
);
    reg [N-1:0] my_register;  
    always @(posedge clk or posedge reset) begin
        if (reset) begin
            my_register <= 0;  
        end
        else begin
            my_register <= dataIn;  
        end
    end
    assign dataOut = my_register;  
endmodule
module alu #(
    parameter dataSize = 8
) (
    input logic [2:0] operation_select,
    input logic [dataSize-1:0] operand1, operand2,
    output logic [dataSize-1:0] result,
    output logic negFlag, zeroFlag
);
    logic [dataSize-1:0] sum_res, sub_res, mult_res, rshift_res, lshift_res, 
        xor_res, inc_res;
    assign sum_res = operand1 + operand2;
    assign sub_res = operand1 - operand2; 
    assign mult_res = operand1 * operand2;
	 assign rshift_res = (operand1 >> (operand2 % 8)) | (operand1 << (8 - (operand2 % 8)));
    assign lshift_res = (operand1 << (operand2 % 8)) | (operand1 >> (8 - (operand2 % 8)));
    assign xor_res = operand1 ^ operand2;
    assign inc_res = operand1 + 4; 
    assign result = operation_select == 3'b001 ? xor_res :
                    operation_select == 3'b010 ? sum_res :
                    operation_select == 3'b011 ? sub_res :
                    operation_select == 3'b100 ? mult_res :
                    operation_select == 3'b101 ? rshift_res :
                    operation_select == 3'b110 ? lshift_res :
                    operation_select == 3'b111 ? inc_res :
                    3'b0;
    assign zeroFlag = result == 0;
    assign negFlag = (operand1[dataSize-1] != result[dataSize-1]) && !zeroFlag;
endmodule
module execute #(
	parameter regSize = 32,
	parameter vecSize = 4
)
(
	input logic clk, reset, overwriteFlags,
    input logic [2:0] pcWrEn,
    input logic [2:0] ExecuteOp,
	input logic [vecSize-1:0] [regSize-1:0] vect1, vect2,
	output logic [vecSize-1:0] [regSize-1:0] vectOut,
    output logic pcWrEnOut
);
    logic [1:0] NZ_flags;
    logic [vecSize-1:0] negativeFlags, zeroFlags;
    generate  
        genvar i;
        for (i = 0; i < vecSize; i = i + 1) begin : alu_block
            alu #(
                .dataSize(regSize)
            ) alu (
                .operation_select(ExecuteOp), .operand1(vect1[i]),
                .operand2(vect2[i]), .result(vectOut[i]),
                .negFlag(negativeFlags[i]), .zeroFlag(zeroFlags[i])
            );
        end
    endgenerate
    register #(1) negative_flag_register (
        .clk(clk & overwriteFlags), .reset(reset),
        .dataIn(|negativeFlags), .dataOut(NZ_flags[0])
    );
    register #(1) zeroFlag_register (
        .clk(clk & overwriteFlags), .reset(reset),
        .dataIn(&zeroFlags), .dataOut(NZ_flags[1])
    );
    assign pcWrEnOut = pcWrEn == 3'b100 ? ~NZ_flags[1] :
                        pcWrEn == 3'b010 ? NZ_flags[1] :
                        pcWrEn == 3'b001 ? NZ_flags[0] :
                        0;
endmodule
### design/flow/run.sh
#!/bin/bash
# OpenROAD 26Q1-2900-gdf79404cd8, Yosys 0.63+post, stock flow scripts
make -C /OpenROAD-flow-scripts/flow DESIGN_CONFIG=/design/flow/config.mk WORK_HOME=/design/flow/orfs finish
### design/flow/constraint.sdc
current_design execute

set clk_period 27.1
set clk_io_pct 0.2

create_clock -name clk0 -period $clk_period

set non_clock_inputs [all_inputs -no_clocks]
set_input_delay [expr $clk_period * $clk_io_pct] -clock clk0 $non_clock_inputs
set_output_delay [expr $clk_period * $clk_io_pct] -clock clk0 [all_outputs]
### design/flow/config.mk
export PLATFORM = sky130hd
export DESIGN_NAME = execute
export DESIGN_NICKNAME = execute
export VERILOG_FILES = /design/flow/design.v
export SDC_FILE = /design/flow/constraint.sdc
export NUM_CORES = 4
export LEC_CHECK = 1
export CORE_UTILIZATION = 50
==> reports/summary.rpt <==
SYNTH
------------------------------------------------------------------------------
FF+latch count, synth                                                        2
Synth Area per Inst                                                   7.88 µm²
Register area share after synthesis                                   0.000475
Count of cell types in the netlist                                         103
Yosys Warn Count                                                             1
Area leader, netlist                                                      fa_1
Synth Instances                                                         13,351
Share of the synthesized area in the top cell type                       0.312
Leading post-synthesis cells by cell area                         fa_1 31%, ha_1 8.9%, inv_1 6.4%
Cell area after technology mapping                                   0.105 mm²
Chip area line of the yosys report                                   0.105 mm²
Asr flop ratio synth                                                      1.00
Leading register cell type out of synthesis                            dfrtp_1
Post-synthesis cell count from yosys                                    13,351
Count of library flops with an enable pin                                    0

FINAL TIMING
------------------------------------------------------------------------------
WHS                                                                   11.80 ns
Period utilisation layout                                                0.750
Worst slew margin                                                        0.227
Count of unclocked register or latch pins                                    2
Fin crit period                                                       20.34 ns
Worst-case setup margin in the final layout                            6.76 ns
Fin Setup TNS                                                             0 ns
Count of endpoints failing setup in the final report                         0
Number of unconstrained endpoints                                            2
Final-report max-slew violation count                                        0
Top achievable clock speed                                            49.2 MHz
Unrepaired setup endpoints after global routing                             no
Final hold violations                                                        0
Slew at the pin closest to its max-slew limit                          1.16 ns

FLOORPLANNING
------------------------------------------------------------------------------
Overall die area                                                     0.212 mm²
Initial Utilization                                                      0.503
Floorplan core area                                                  0.209 mm²
Std-Cell Rows                                                              168
Number of ports placed on the die boundary                                 394
DIE HEIGHT                                                              461 µm
X dimension of the die                                                  461 µm

PWR
------------------------------------------------------------------------------
Pwr Density                                                         213 mW/mm²
Sw Ratio                                                                 0.606
Switching component of the power                                      0.0144 W
Leakage power of the design                                            51.0 nW
Maximum vdd drop                                                        470 µV
Cell internal power dissipation                                      0.00937 W

SETUP PATH
------------------------------------------------------------------------------
Cell with the biggest individual delay on the critical path       clkdlybuf4s50_1
Setup crit end kind                                                 output pin
Category of the most critical setup path                          primary input to output pin
Cell repeated most along the worst path                                   fa_1
Worst endpoint required time                                          21.68 ns
Crit path max fanout                                                        27
Peak per-stage delay on the critical path                              0.98 ns
Critical path launch point                                            vect1[8]
WP data arrival                                                       14.92 ns
Startpoint types                                                  primary input

JOB
------------------------------------------------------------------------------
Log Warnings                                                               160
Max Cap Viol                                                                 0

MIN PATH
------------------------------------------------------------------------------
Sink of the worst hold path                                          pcWrEnOut
Min-Delay Startpoint                                                 pcWrEn[0]
Hold depth                                                                   3
Type of the tightest min-delay check                              primary input to output pin

PLACE
------------------------------------------------------------------------------
Global placement routability congestion                                   1.10
Place WS                                                               6.88 ns
Detailed-placement wirelength estimate                              363,000 µm
Placement Cell Area                                                  0.112 mm²
Number of I/O port buffers                                                 394

STATUS
------------------------------------------------------------------------------
Run status                                                        finished clean

FINAL LAYOUT
------------------------------------------------------------------------------
Fraction of layout instances using a drive strength above 1             0.0721
Layout Cell Area excl Fill                                           0.112 mm²
Count of filler cells inserted in the layout                            19,393
Layout area overhead                                                     6.07%

CTS
------------------------------------------------------------------------------
Hold-fix buffers at CTS                                                      0
# Post-CTS Setup Buffers                                                     0
Cells resized by post-CTS repair                                             0

GLOBAL ROUTE
------------------------------------------------------------------------------
Leftover overflow at the end of global routing                               0
Wire length of the first global-routing pass                        710,000 µm
Global-route usage over all layers                                       0.483
Antenna violations before repair                                            27
Via count of the first global-routing pass                             104,789
Pin count of the biggest net entering global routing                        94

DETAILED ROUTING
------------------------------------------------------------------------------
Detailed router's first-iteration violation count                        9,852
Number of routed nets with antenna violations                                0
Per-cell routed wire length                                            30.5 µm
Via-to-Cell Ratio                                                         6.45
Final routed DRC violation total                                             0
WL final                                                            485,000 µm
Via count of the routed design                                         102,809
Number of detailed-routing iterations run before antenna repair              8

layout by cell type (no fill, tap or decap), types with 95 or more instances in the layout:
cell type,count
a211oi_1,149
a21o_1,95
a21oi_1,606
a31oi_1,113
and2_1,825
buf_4,390
clkdlybuf4s50_1,358
fa_1,1640
ha_1,748
inv_1,1805
mux2_2,189
mux2i_1,369
mux4_2,208
nand2_1,1505
nand3_1,188
nor2_1,1061
nor3_1,214
o211ai_1,126
o21ai_0,496
xnor2_1,365
xor2_1,119
worst max-delay path: cells and delay by family:
family                   cells  cell delay [ns]
AND/OR/NAND/NOR              2             0.37
adder cells (fa/ha/maj)     10             4.17
buffers and inverters        9             2.85
AND-OR/OR-AND                8             2.05
layout make-up:
cell class / count / area [µm²] / share of cell area
flip-flops and latches: 2 / 50.0 / 0.000448
well taps: 2805 / 3510 / 0.0314
repair buffers: 776 / 6720 / 0.0602
multi-input cells: 10473 / 94400 / 0.845
diodes: 37 / 92.6 / 0.000829
inverters: 1835 / 6890 / 0.0617
layer usage:
metal | up-vias | global-route usage | wire [µm]
met3 | 1510 | 0.273 | 75800
met2 | 7377 | 0.663 | 201000
li1 | 43837 | - | -
met5 | - | 0.0216 | 710
met4 | 44 | 0.250 | 32300
met1 | 50041 | 0.613 | 175000
worst max path at each step:
stage                 end  cells after the start
CTS           vectOut[28]                     29
global route  vectOut[28]                     29
finish        vectOut[28]                     29
cells in the mapped netlist, types with 66 or more instances:
master	n
a211oi_1	149
a21o_1	95
a21oi_1	606
a31oi_1	113
and2_1	825
and3_1	66
buf_1	116
buf_2	111
clkbuf_1	788
fa_1	1640
ha_1	752
inv_1	1807
mux2_2	189
mux2i_1	369
mux4_2	208
nand2_1	1512
nand2b_1	68
nand3_1	188
nor2_1	1071
nor2b_1	70
nor3_1	216
o211ai_1	126
o21a_1	73
o21ai_0	497
o22ai_1	74
xnor2_1	368
xor2_1	121
kinds of logic after synthesis:
logic type	share of synthesized area
compound gates	0.154
xor+xnor	0.0413
fa+ha+maj	0.401
buf+inv	0.105
flops	0.000476
mux	0.100
simple gates	0.197
through the flow:
stage                     instances   util  total power, W
final                         15928  0.533          0.0238
after global routing          15910  0.533          0.0257
after CTS                     15891  0.533          0.0231
after detailed placement      15891  0.533          0.0229
after global placement        15891  0.533          0.0229
after floorplan               13351      -          0.0151
flip-flops by register name, summed over array words and instances, names as in the netlist:
name / cells
zeroFlag_register.my_register: 1
negative_flag_register.my_register: 1
Power and IR drop assume default switching activity.
