File: config.mk
export PLATFORM = sky130hd
export DESIGN_NAME = regFile
export DESIGN_NICKNAME = regFile
export VERILOG_FILES = /design/flow/design.v
export SDC_FILE = /design/flow/constraint.sdc
export NUM_CORES = 4
export LEC_CHECK = 1
export CORE_UTILIZATION = 30
File: constraint.sdc
current_design regFile

set clk_period 2.7
set clk_io_pct 0.2

create_clock -name clk0 -period $clk_period [get_ports {clk}]

set non_clock_inputs [all_inputs -no_clocks]
set_input_delay [expr $clk_period * $clk_io_pct] -clock clk0 $non_clock_inputs
set_output_delay [expr $clk_period * $clk_io_pct] -clock clk0 [all_outputs]
File: design.v
module logic_decoder #(parameter in=4, parameter out=16) (
    input [in-1:0] sel,
    output [out-1:0] dataOut
);
    logic [out-1:0] decoded;
    genvar i;
    generate
        for (i = 0; i < out; i = i + 1) begin : DECODE_LOOP
            assign decoded[i] = (i == sel);
        end
    endgenerate
    assign dataOut = decoded;
endmodule
module register #
(
    parameter N = 32  
)
(
    input clk,
    input reset,
    input [N-1:0] dataIn,
    output [N-1:0] dataOut
);
    reg [N-1:0] my_register;  
    always @(posedge clk or posedge reset) begin
        if (reset) begin
            my_register <= 0;  
        end
        else begin
            my_register <= dataIn;  
        end
    end
    assign dataOut = my_register;  
endmodule
module register_en #
(
    parameter N = 16  
)
(
    input clk,
    input reset,
   input enable,
    input [N-1:0] dataIn,
    output [N-1:0] dataOut
);
    reg [N-1:0] my_register;  
    always @(negedge clk or posedge reset) begin
        if (reset) begin
            my_register <= 0;  
        end
        else begin
        if (enable)  my_register <= dataIn;  
        end
    end
    assign dataOut = my_register;  
endmodule
module vector_extender #(parameter vecSize = 1, parameter dataSize = 8) (
    input [dataSize-1:0] inData,
    output [vecSize-1:0] [dataSize-1:0] outData
);
    generate
        genvar i;
        for (i = 0; i < vecSize; i = i + 1) begin : VECTOR_BLOCK
            assign outData[i] = inData;
        end
    endgenerate
endmodule
module regFile #(
    parameter registerSize = 8,
    parameter registerQuantity = 4,
    parameter selectionBits = 2, 
    parameter vecSize = 16)
(
    input clk, reset,
    input regWrEnSc, regWrEnVec,  
    input [selectionBits-1:0] rSel1, rSel2,  
    input [selectionBits-1:0] regToWrite,  
    input [vecSize-1:0] [registerSize-1:0] dataIn,  
    output [vecSize-1:0] [registerSize-1:0] operand1, operand2  
);
    logic [registerSize-1:0] scalar_reg1Out, scalar_reg2Out;
    logic [vecSize-1:0] [registerSize-1:0] vector_reg1Out, vector_reg2Out; 
    logic [vecSize-1:0] [registerSize-1:0] vectorized_scalar_reg1Out, vectorized_scalar_reg2Out;
    scalar_reg_file #(registerSize, 16, selectionBits) scalarRegisters(
        .clk(clk), .reset(reset),
        .regWrEn(regWrEnSc), .rSel1(rSel1), .rSel2(rSel2),
        .regToWrite(regToWrite), .dataIn(dataIn[0]),
        .reg1Out(scalar_reg1Out), .reg2Out(scalar_reg2Out)
    );
    vector_extender #(vecSize, registerSize) scalar_reg1Executetender(
        .inData(scalar_reg1Out), .outData(vectorized_scalar_reg1Out)  
    );
    vector_extender #(vecSize, registerSize) scalar_reg2Executetender(
        .inData(scalar_reg2Out), .outData(vectorized_scalar_reg2Out)  
    );
    vector_reg_file #(
        registerSize, registerQuantity, selectionBits-1, vecSize
    ) vectorialRegisters(
        .clk(clk), .reset(reset),
        .regWrEn(regWrEnVec), .rSel1(rSel1), .rSel2(rSel2), 
        .regToWrite(regToWrite), .regWriteData(dataIn),
        .reg1Out(vector_reg1Out), .reg2Out(vector_reg2Out)
    );
    assign operand1 = rSel1[selectionBits-2] ? vectorized_scalar_reg1Out : vector_reg1Out;
    assign operand2 = rSel2[selectionBits-2] ? vectorized_scalar_reg2Out : vector_reg2Out;
endmodule
module scalar_reg_file #(
    parameter regSize=132, 
    parameter regQuantity=16,
    parameter selBits=4
) (
    input clk, reset,
    input regWrEn,
    input [selBits-1:0] rSel1, rSel2, regToWrite,
    input [regSize-1:0] dataIn,
    output [regSize-1:0] reg1Out, reg2Out
);
    logic [regQuantity-1:0] reg_N_WrEn;
    logic [regQuantity-1:0] [regSize-1:0] reg_NOut;
    logic_decoder #(.in(selBits), .out(regQuantity)) regWrDecoder(
        .sel(regToWrite), .dataOut(reg_N_WrEn)
    );
    generate
        genvar i;
        for (i = 0; i < regQuantity; i = i + 1) begin: REGISTER_BLOCK
            register_en #(regSize) r (
                .clk(clk), .reset(reset), .enable(reg_N_WrEn[i] & regWrEn),
                .dataIn(dataIn), .dataOut(reg_NOut[i])
            );
        end
    endgenerate
    assign reg1Out = reg_NOut[rSel1];
    assign reg2Out = reg_NOut[rSel2];
endmodule
module vector_reg_file #(
    parameter regSize = 16,
    parameter regQuantity = 4,
    parameter selBits = 2,
    parameter vecSize = 4
) (
    input clk, reset,
    input regWrEn,
    input [selBits-1:0] rSel1, rSel2, regToWrite,
    input [vecSize-1:0] [regSize-1:0] regWriteData,
    output [vecSize-1:0] [regSize-1:0] reg1Out,
    output [vecSize-1:0] [regSize-1:0] reg2Out
);
    logic [regQuantity-1:0] reg_N_WrEn;
    logic [regQuantity-1:0] [vecSize-1:0] [regSize-1:0] reg_NOut;
    logic_decoder #(.in(selBits), .out(regQuantity)) regWrDecoder(
        .sel(regToWrite), .dataOut(reg_N_WrEn)
    );
    generate
        genvar j;
        genvar i;
        for (j = 0; j < vecSize; j = j + 1) begin: VECTOR_BLOCK
            for (i = 0; i < regQuantity; i = i + 1) begin: REGISTER_BLOCK
                register #(regSize) r (
                    .clk(clk & reg_N_WrEn[i] & regWrEn), .reset(reset),
                    .dataIn(regWriteData[j]), .dataOut(reg_NOut[i][j])
                );
            end
        end
    endgenerate
    generate
        genvar k;
        for (k = 0; k < vecSize; k = k + 1) begin: OUT_VECTOR_BLOCK
            assign reg1Out[k] = reg_NOut[rSel1][k];
            assign reg2Out[k] = reg_NOut[rSel2][k];
        end
    endgenerate
endmodule
File: run.sh
#!/bin/bash
# OpenROAD 26Q1-2900-gdf79404cd8, Yosys 0.63+post, stock flow scripts
make -C /OpenROAD-flow-scripts/flow DESIGN_CONFIG=/design/flow/config.mk WORK_HOME=/design/flow/orfs finish
==> run summary <==
share of cells above drive strength 1 -> 0.5593
worst vdd ir -> 462.7 µV
Synth Seq Share -> 0.5253
WP data arrival -> 3.96 ns
crit path cell chain -> buf_6, mux2i_4, buf_6, buf_6, buf_6, buf_6, a21oi_2, buf_2
DRT iter0 DRCs -> 655
cell-internal power -> 0.005055 W
crit path max fanout -> 4
Port Buf Inserts -> 393
Synth Warn # -> 5
Cell Area, Synth -> 6860 µm²
setup tns final -> -409.40 ns
Main area contributors -> dfrtp_1 47%, a21oi_1 18%, nor2_1 14%
switch share -> 0.3318
DIE HEIGHT -> 153.2 µm
hold slack final -> 0.1198 ns
Top cell area share -> 0.4669
most numerous cell in the Yosys netlist -> nor2_1
gr busiest metal -> met2
RSZ-0062 raised after global routing -> yes
Final Total Pwr -> 0.007565 W
Fin Clk Skew -> 0 ns
placeable core area -> 22090 µm²
Logic pwr share -> 0.647
largest net degree at the start of global routing -> 53
Setup crit end kind -> output port
Antenna Nets Post-Route -> 0
Clock power frac -> 0.216
fin worst setup slack -> -1.803 ns
Chip Area, Yosys -> 6860 µm²
ant diodes -> 0
met1 Use GR -> 0.4577
endpoints failing setup -> 256
Leakage Power -> 7.523 nW
Die ar. -> 23480 µm²
async set or reset register ratio after synthesis -> 1.000
Area Overhead vs Synth -> 143.1%
max incr delay on CP -> 0.47 ns
Slew Viols, Final -> 0
# Max-Cap Violations -> 0
grt total ovfl -> 0
CTS tree -> done
CP startpoint kind -> flip-flop
met2 Use GR -> 0.4997
fp util -> 0.3105
fillers -> 1326
vias in the first global route -> 9185
Psw -> 0.002510 W
cell taking the most area after synthesis -> dfrtp_1
DR DRC count -> 0
most frequent cells after synthesis -> 257 x nor2_1, 253 x a21oi_1, 128 x dfrtp_1
initial antenna violation count -> 0
FP Rows -> 54
Post-Syn Instances -> 768
EDFF count, synth -> 0
GPL Wtd Cong -> 0.8863
Clock transition at path regs -> 0.06 ns
drt first pass iters -> 5
critical path type -> flip-flop to output port
first-pass GRT wire length -> 55.23 mm
OpenROAD warnings -> 29
Die X -> 153.2 µm
most used flip-flop cell -> dfrtp_1
vias -> 9145
failing checks -> setup timing
# Cells Yosys -> 768
Unique cell types -> 16
Cells after DPL -> 1441
status -> finished, violations left
Hold Vio Cnt, Final -> 0
WL/cell -> 21.15 µm
total I/O pin count -> 394
Post-synth regs -> 144
Sequential Power Share -> 0.137
Hold Crit Class -> input pin to flip-flop
Latency at later pin -> 1.19 ns
pwr dens -> 453.5 nW/µm²
Total GRT Usage -> 0.3239
crit-path most repeated cell -> buf_6
fin cells -> 1857
DRT Wirelength -> 39.28 mm
syn avg cell area -> 8.933 µm²
required time worst endpoint -> 2.16 ns
Slew HR -> 0.6145
Slowest cell on crit path -> dfrtn_1
met3 Usage GRT -> 0.09417
Least-Margin Pin Slew -> 0.5783 ns
dpl hpwl -> 22.51 mm
Via density -> 4.925
cells in the final DEF (no fill, tap or decap), types with 24 or more instances in the layout:
cell	synthesis	layout
clkdlybuf4s50_1	0	135
dfrtp_1	128	128
dlymetal6s2s_1	0	24
a21oi_2	3	238
clkbuf_16	0	33
nor2_1	257	257
buf_4	0	63
dlygate4sd3_1	0	129
buf_12	0	38
clkbuf_2	0	41
buf_2	5	190
buf_6	15	191
routing by layer:
metal / vias up / share of wire
met4: 0 / 0.035
met3: 84 / 0.087
met1: 4403 / 0.42
li1: 4156 / -
met2: 502 / 0.45
met5: - / 0
metrics by stage:
| stage | setup WS (ns) | util | area (µm²) |
|---|---|---|---|
| final | -1.803 | 0.7550 | 16680 |
| after global routing | -1.865 | 0.7550 | 16680 |
| after CTS | -1.851 | 0.7027 | 15530 |
| after detailed placement | -1.063 | 0.5268 | 11640 |
| after global placement | -0.9656 | 0.5268 | 11640 |
| after floorplan | -0.8849 | - | 6864 |
sequential cells by signal, summed over array words and instances (netlist names):
name	cells
vectorialRegisters.VECTOR_BLOCK.REGISTER_BLOCK.r.my_register	128
scalarRegisters.REGISTER_BLOCK.r.my_register	16
what timing repair did:
action	CTS	global route
endpoints found under the hold margin	148	2
setup endpoints to repair	256	256
hold buffers	127	2
setup buffers	162	120
pin swaps	88	137
resized	943	340
gates cloned	3	3
critical path, delay by kind of cell (launching register included):
family | cells | cell delay (ns)
AOI/OAI and AO/OA | 1 | 0.13
DFF | 1 | 0.47
buffers and inverters | 6 | 0.73
muxes | 1 | 0.09
area by class of cell:
cell class	count	area, µm²	area share
Multi-Input combinational cell	548	3874	0.2322
Clock inverter	12	136.4	0.008176
Inverter	1	7.507	0.0004501
Timing Repair Buffer	840	7951	0.4767
Sequential cell	144	3603	0.2160
Clock buffer	32	757.0	0.04538
Tap cell	280	350.3	0.02100
path summary, 6_finish.rpt:
path	depth (start not counted)	endpoint	start	slack, ns
max in group asynchronous	6	async pin	reset	0.95
worst max-delay path	8	operand2[123]	flip-flop	-1.80
max in group gated	3	clock gate	regToWrite[0]	0.71
worst min-delay path	1	flip-flop	dataIn[1]	0.12
min in group gated	3	clock gate	regWrEnVec	0.45
worst min register to register	2	flip-flop	flip-flop	0.60
min in group asynchronous	4	async pin	reset	0.50
worst max register to register	3	flip-flop	flip-flop	1.68
cells by family after synthesis:
family                 after synthesis  synth area share
DFF                                144            0.5253
and+or+nand+nor                    260            0.1443
buffers and inverters               76           0.06328
AOI/OAI and AO/OA                  256            0.1884
muxes                               32           0.07879
power by group through the flow:
| stage | combinational, W | sequential [W] | clock (W) |
|---|---|---|---|
| 6_report | 0.00490 | 0.00104 | 0.00163 |
| 4_1_cts | 0.00409 | 0.00103 | 0.00165 |
| 5_1_grt | 0.00513 | 0.00105 | 0.00171 |
Power is estimated from default activity; no workload was simulated.
