<file path="./design.v">
module logic_decoder #(parameter in=4, parameter out=16) (
    input [in-1:0] sel,
    output [out-1:0] dataOut
);
    logic [out-1:0] decoded;
    genvar i;
    generate
        for (i = 0; i < out; i = i + 1) begin : DECODE_LOOP
            assign decoded[i] = (i == sel);
        end
    endgenerate
    assign dataOut = decoded;
endmodule
module register #
(
    parameter N = 32  
)
(
    input clk,
    input reset,
    input [N-1:0] dataIn,
    output [N-1:0] dataOut
);
    reg [N-1:0] my_register;  
    always @(posedge clk or posedge reset) begin
        if (reset) begin
            my_register <= 0;  
        end
        else begin
            my_register <= dataIn;  
        end
    end
    assign dataOut = my_register;  
endmodule
module register_en #
(
    parameter N = 16  
)
(
    input clk,
    input reset,
   input enable,
    input [N-1:0] dataIn,
    output [N-1:0] dataOut
);
    reg [N-1:0] my_register;  
    always @(negedge clk or posedge reset) begin
        if (reset) begin
            my_register <= 0;  
        end
        else begin
        if (enable)  my_register <= dataIn;  
        end
    end
    assign dataOut = my_register;  
endmodule
module vector_extender #(parameter vecSize = 1, parameter dataSize = 8) (
    input [dataSize-1:0] inData,
    output [vecSize-1:0] [dataSize-1:0] outData
);
    generate
        genvar i;
        for (i = 0; i < vecSize; i = i + 1) begin : VECTOR_BLOCK
            assign outData[i] = inData;
        end
    endgenerate
endmodule
module reg_file #(
    parameter regSize = 16,
    parameter regQuantity = 4,
    parameter selBits = 2,  
    parameter vectorSize = 4)
(
    input clk, reset,
    input regWrEnSc, regWrEnVec,
    input [selBits-1:0] rSel1, rSel2,
    input [selBits-1:0] regToWrite,
    input [vectorSize-1:0] [regSize-1:0] dataIn,
    output [vectorSize-1:0] [regSize-1:0] operand1, operand2
);
    logic [regSize-1:0] scalar_reg1Out, scalar_reg2Out;
    logic [vectorSize-1:0] [regSize-1:0] vector_reg1Out, vector_reg2Out;
    logic [vectorSize-1:0] [regSize-1:0] vectorized_scalar_reg1Out, vectorized_scalar_reg2Out;
    scalar_reg_file #(regSize, 16, selBits) scalarRegisters(
        .clk(clk), .reset(reset),
        .regWrEn(regWrEnSc), .rSel1(rSel1), .rSel2(rSel2),
        .regToWrite(regToWrite), .dataIn(dataIn[0]),  
        .reg1Out(scalar_reg1Out), .reg2Out(scalar_reg2Out)
    );
    vector_extender #(vectorSize, regSize) scalar_reg1_extender(
        .inData(scalar_reg1Out), .outData(vectorized_scalar_reg1Out)
    );
    vector_extender #(vectorSize, regSize) scalar_reg2_extender(
        .inData(scalar_reg2Out), .outData(vectorized_scalar_reg2Out)
    );
    vector_reg_file #(
        regSize, regQuantity, selBits-1, vectorSize
    ) vectorialRegisters(
        .clk(clk), .reset(reset),
        .regWrEn(regWrEnVec), .rSel1(rSel1), .rSel2(rSel2), 
        .regToWrite(regToWrite), .regWriteData(dataIn),
        .reg1Out(vector_reg1Out), .reg2Out(vector_reg2Out)
    );
    assign operand1 = rSel1[selBits-2] ? vectorized_scalar_reg1Out : vector_reg1Out;
    assign operand2 = rSel2[selBits-2] ? vectorized_scalar_reg2Out : vector_reg2Out;
endmodule
module scalar_reg_file #(
    parameter regSize=132, 
    parameter regQuantity=16,
    parameter selBits=4
) (
    input clk, reset,
    input regWrEn,
    input [selBits-1:0] rSel1, rSel2, regToWrite,
    input [regSize-1:0] dataIn,
    output [regSize-1:0] reg1Out, reg2Out
);
    logic [regQuantity-1:0] reg_N_WrEn;
    logic [regQuantity-1:0] [regSize-1:0] reg_NOut;
    logic_decoder #(.in(selBits), .out(regQuantity)) regWrDecoder(
        .sel(regToWrite), .dataOut(reg_N_WrEn)
    );
    generate
        genvar i;
        for (i = 0; i < regQuantity; i = i + 1) begin: REGISTER_BLOCK
            register_en #(regSize) r (
                .clk(clk), .reset(reset), .enable(reg_N_WrEn[i] & regWrEn),
                .dataIn(dataIn), .dataOut(reg_NOut[i])
            );
        end
    endgenerate
    assign reg1Out = reg_NOut[rSel1];
    assign reg2Out = reg_NOut[rSel2];
endmodule
module vector_reg_file #(
    parameter regSize = 16,
    parameter regQuantity = 4,
    parameter selBits = 2,
    parameter vecSize = 4
) (
    input clk, reset,
    input regWrEn,
    input [selBits-1:0] rSel1, rSel2, regToWrite,
    input [vecSize-1:0] [regSize-1:0] regWriteData,
    output [vecSize-1:0] [regSize-1:0] reg1Out,
    output [vecSize-1:0] [regSize-1:0] reg2Out
);
    logic [regQuantity-1:0] reg_N_WrEn;
    logic [regQuantity-1:0] [vecSize-1:0] [regSize-1:0] reg_NOut;
    logic_decoder #(.in(selBits), .out(regQuantity)) regWrDecoder(
        .sel(regToWrite), .dataOut(reg_N_WrEn)
    );
    generate
        genvar j;
        genvar i;
        for (j = 0; j < vecSize; j = j + 1) begin: VECTOR_BLOCK
            for (i = 0; i < regQuantity; i = i + 1) begin: REGISTER_BLOCK
                register #(regSize) r (
                    .clk(clk & reg_N_WrEn[i] & regWrEn), .reset(reset),
                    .dataIn(regWriteData[j]), .dataOut(reg_NOut[i][j])
                );
            end
        end
    endgenerate
    generate
        genvar k;
        for (k = 0; k < vecSize; k = k + 1) begin: OUT_VECTOR_BLOCK
            assign reg1Out[k] = reg_NOut[rSel1][k];
            assign reg2Out[k] = reg_NOut[rSel2][k];
        end
    endgenerate
endmodule
</file>
<file path="./run.sh">
#!/bin/bash
# OpenROAD 26Q1-2900-gdf79404cd8, Yosys 0.63+post, stock flow scripts
make -C /OpenROAD-flow-scripts/flow DESIGN_CONFIG=/design/flow/config.mk WORK_HOME=/design/flow/orfs finish
</file>
<file path="./config.mk">
export PLATFORM = sky130hd
export DESIGN_NAME = reg_file
export DESIGN_NICKNAME = reg_file
export VERILOG_FILES = /design/flow/design.v
export SDC_FILE = /design/flow/constraint.sdc
export NUM_CORES = 4
export LEC_CHECK = 1
export CORE_UTILIZATION = 30
</file>
<file path="./constraint.sdc">
current_design reg_file

set clk_period 1.0
set clk_io_pct 0.2

create_clock -name clk0 -period $clk_period [get_ports {clk}]

set non_clock_inputs [all_inputs -no_clocks]
set_input_delay [expr $clk_period * $clk_io_pct] -clock clk0 $non_clock_inputs
set_output_delay [expr $clk_period * $clk_io_pct] -clock clk0 [all_outputs]
</file>
==> out/results.tsv <==
metric	value	unit
outcome	finished with violations	
failing checks	negative hold slack, negative setup slack	
critical path peak fanout	3	
YS chip area	4390	sq um
Syn Std Cell Area	4390	sq um
die span in y	123	um
die width	123	um
PortBufs	201	
CP Class	reg -> out	
HP Class	in -> gate	
1st-iter DRT viols	204	
unique cell type count in the Yosys netlist	15	
Slowest cell on crit path	dfrtn_1	
antenna violations before repair	1	
Routed Antenna Nets	0	
RSZ-0062 raised after global routing	true	
OpenROAD warning count	31	
number of flops mapped to enable cells by yosys	0	
Seq share, synth	54.7	%
# IOs	202	
CP bufs+invs	3	
Worst-Margin Slew	677	ps
routed wire length	19500	um
top cell type by total area after synthesis	dfrtp_1	
DP HPWL	11600	um
RD Place Congestion	0.917	
cells in synth_stat.txt	456	
FFs w/ async S/R, synth	100	%
Late-Pin Clk Latency	950	ps
# hold bufs at CTS	67	
critical-path cell list	mux2i_2 > buf_4 > buf_6 > a21oi_2 > buf_2	
Area leader share	36.5	%
peak supply drop	0.00144	V
critical path arrival	2560	ps
Post-synth area hogs	dfrtp_1 36%, dfrtn_1 18%, a21oi_1 15%	
Static Leakage	4.38	nW
post-layout util	69.8	%
synth-to-layout area growth	124	%
CTS tree	built	
number of diodes	0	
# DRC	0	
pwr/cell area	1320	nW/um^2
final max-slew violation count	0	
aggregate global-route resource usage	26.9	%
Core Region	14100	sq um
Synth top cell by count	nor2_1	
Synth Instances	456	
Cell Area, Placed	7290	sq um
clk_skew	0	ps
vias in the first global route	5437	
first-pass GRT wire length	29300	um
final setup vio count	131	
synthesized area per cell	9.63	sq um
Core Util at FP	31.1	%
chip area	15100	sq um
max incr delay on CP	490	ps
Crit. End Element	output port	
worst rel slew slack	54.9	%
largest net degree at the start of global routing	36	
Fin. Hold Viols	1	
Layout fillers	865	
Critical Path Start Type	register	
vias per cell	4.90	
final worst setup slack	-1760	ps
Core Rows	43	
final instance area	9840	sq um
maxcap violations	0	
Post-synth top flop	dfrtp_1	
critical path required time	800	ps
WHS	-148	ps
Syn. warnings	5	
routed len/inst	18.5	um
Largest delay share family, worst path	flip-flops	
Synthesized registers	96	
grt ovf	0	
first-pass detailed-route iteration total	4	
Worst-path clk slew	40	ps
top cells by count	129 x nor2_1, 128 x a21oi_1, 64 x dfrtp_1	
Vias	5166	
fraction of layout cells with a size suffix above 1	58.4	%
power by group:
group / leakage (nW) / internal (mW) / switching, mW
sequential: 1.12 / 2.40 / 0.472
clock: 0.281 / 2.71 / 1.07
combinational: 2.98 / 3.97 / 2.40
stage by stage:
step                setup TNS [ps]  power (mW)  std cells  worst slack (ps)  hold slack, ps
finish                     -212870        13.0       1054             -1760            -148
CTS                        -215640        12.7       1048             -1760            -151
floorplan                  -101470        4.26        456              -737            -300
global route               -220100        13.6       1054             -1820            -143
detailed placement         -177330        6.92        859             -1140            92.0
global placement           -177400        6.92        859             -1130            94.8
cell families after synthesis:
| kind of cell | count (synthesis) | synth area share [%] |
|---|---|---|
| buf+inv | 36 | 3.59 |
| flops | 96 | 54.7 |
| compound gates | 128 | 14.6 |
| simple gates | 132 | 11.6 |
| mux | 64 | 15.5 |
path summary, 6_finish.rpt:
| check | slack, ps | to | depth (start not counted) | start |
|---|---|---|---|---|
| setup / recovery | -1760 | operand2[41] | 5 | register |
| setup reg to reg | -110 | register | 4 | register |
| max in group asynchronous | 170 | async pin | 5 | reset |
| hold / removal | -150 | clock gate | 1 | regWrEnVec |
| min in group clk0 | 240 | register | 3 | regToWrite[0] |
| hold reg to reg | 540 | register | 1 | register |
| max in group gated | 230 | clock gate | 2 | regToWrite[0] |
| min in group asynchronous | 20 | async pin | 3 | reset |
area by class of cell:
| class | count | area [sq um] | share of cell area [%] |
|---|---|---|---|
| repair buffers | 423 | 3730 | 37.9 |
| multi-input cells | 324 | 2870 | 29.1 |
| flip-flops and latches | 96 | 2400 | 24.4 |
| clock buffers | 24 | 567 | 5.76 |
| well taps | 180 | 225 | 2.29 |
| clock inverters | 6 | 42.5 | 0.432 |
| inverters | 1 | 7.51 | 0.0763 |
what timing repair did:
action / 4_1_cts / 5_1_grt
buffers inserted: 103 / 11
gates cloned: 1 / 0
resized: 613 / 45
pin swaps: 99 / 98
endpoints found under the setup margin: 160 / 159
endpoints found under the hold margin: 130 / 1
worst register-to-register path: cells and delay by family, from the launching register on:
family   cells  cell delay, ps
flops        1             370
buf+inv      3             350
mux          1             240
registers in the layout, indices dropped and copies added (netlist names):
signal	cells
vectorialRegisters.VECTOR_BLOCK.REGISTER_BLOCK.r.my_register	64
scalarRegisters.REGISTER_BLOCK.r.my_register	32
layer usage:
metal | track usage [%] | routed length (um) | part of all wire [%]
met4 | 6.93 | 533 | 2.7
met5 | 0 | 0 | 0
met3 | 8.05 | 1490 | 7.6
met2 | 44.2 | 9590 | 49
met1 | 35.5 | 7900 | 40
cells in the final DEF (no fill, tap or decap), types with 2 or more instances in the layout:
cell type	count
nor2_1	129
buf_2	122
a21oi_2	116
buf_6	92
clkdlybuf4s50_1	68
dlygate4sd3_1	66
dfrtp_1	64
buf_4	51
mux2_4	32
dfrtn_1	32
mux2i_4	25
clkbuf_16	21
buf_12	13
a21oi_4	11
mux2i_2	7
clkbuf_2	6
clkinvlp_4	3
clkbuf_8	3
inv_6	2
clkinv_2	2
dlygate4sd2_1	2
Power figures rest on the tool's default switching activity, not on a simulated workload.
